==> ./design.v <==
module lab_5_b(
    input  logic [3:0] num,
    input  logic [2:0] se,
    output logic seg_a,
    output logic seg_b,
    output logic seg_c,
    output logic seg_d,
    output logic seg_e,   
    output logic seg_f,
    output logic seg_g,
    output logic seg_no_0,
    output logic seg_no_1,
    output logic seg_no_2,
    output logic seg_no_3,
    output logic seg_no_4,
    output logic seg_no_5,
    output logic seg_no_6,
    output logic seg_no_7
    );
always_comb begin
    case (num)
        4'b0000: {seg_a, seg_b, seg_c, seg_d, seg_e, seg_f, seg_g} = 7'b0000001;
        4'b0001: {seg_a, seg_b, seg_c, seg_d, seg_e, seg_f, seg_g} = 7'b1001111;
        4'b0010: {seg_a, seg_b, seg_c, seg_d, seg_e, seg_f, seg_g} = 7'b0010010;
        4'b0011: {seg_a, seg_b, seg_c, seg_d, seg_e, seg_f, seg_g} = 7'b0000110;
        4'b0100: {seg_a, seg_b, seg_c, seg_d, seg_e, seg_f, seg_g} = 7'b1001100;
        4'b0101: {seg_a, seg_b, seg_c, seg_d, seg_e, seg_f, seg_g} = 7'b0100100;
        4'b0110: {seg_a, seg_b, seg_c, seg_d, seg_e, seg_f, seg_g} = 7'b0100000;
        4'b0111: {seg_a, seg_b, seg_c, seg_d, seg_e, seg_f, seg_g} = 7'b0001111;
        4'b1000: {seg_a, seg_b, seg_c, seg_d, seg_e, seg_f, seg_g} = 7'b0000000;
        4'b1001: {seg_a, seg_b, seg_c, seg_d, seg_e, seg_f, seg_g} = 7'b0000100;
        4'b1010: {seg_a, seg_b, seg_c, seg_d, seg_e, seg_f, seg_g} = 7'b0001000;
        4'b1011: {seg_a, seg_b, seg_c, seg_d, seg_e, seg_f, seg_g} = 7'b1100000;
        4'b1100: {seg_a, seg_b, seg_c, seg_d, seg_e, seg_f, seg_g} = 7'b0110001;
        4'b1101: {seg_a, seg_b, seg_c, seg_d, seg_e, seg_f, seg_g} = 7'b1000010;
        4'b1110: {seg_a, seg_b, seg_c, seg_d, seg_e, seg_f, seg_g} = 7'b0110000;
        4'b1111: {seg_a, seg_b, seg_c, seg_d, seg_e, seg_f, seg_g} = 7'b0111000;
        default: {seg_a, seg_b, seg_c, seg_d, seg_e, seg_f, seg_g} = 7'b1111111;  
    endcase
end
always_comb begin
    case (se)
        3'b000: {seg_no_0, seg_no_1, seg_no_2, seg_no_3, seg_no_4, seg_no_5, seg_no_6, seg_no_7} = 8'b01111111;
        3'b001: {seg_no_0, seg_no_1, seg_no_2, seg_no_3, seg_no_4, seg_no_5, seg_no_6, seg_no_7} = 8'b10111111;
        3'b010: {seg_no_0, seg_no_1, seg_no_2, seg_no_3, seg_no_4, seg_no_5, seg_no_6, seg_no_7} = 8'b11011111;
        3'b011: {seg_no_0, seg_no_1, seg_no_2, seg_no_3, seg_no_4, seg_no_5, seg_no_6, seg_no_7} = 8'b11101111;
        3'b100: {seg_no_0, seg_no_1, seg_no_2, seg_no_3, seg_no_4, seg_no_5, seg_no_6, seg_no_7} = 8'b11110111;
        3'b101: {seg_no_0, seg_no_1, seg_no_2, seg_no_3, seg_no_4, seg_no_5, seg_no_6, seg_no_7} = 8'b11111011;
        3'b110: {seg_no_0, seg_no_1, seg_no_2, seg_no_3, seg_no_4, seg_no_5, seg_no_6, seg_no_7} = 8'b11111101;
        3'b111: {seg_no_0, seg_no_1, seg_no_2, seg_no_3, seg_no_4, seg_no_5, seg_no_6, seg_no_7} = 8'b01111110;
        default:{seg_no_0, seg_no_1, seg_no_2, seg_no_3, seg_no_4, seg_no_5, seg_no_6, seg_no_7} = 8'b11111111;  
    endcase
end
endmodule
==> ./run.sh <==
#!/bin/bash
# OpenROAD 26Q1-2900-gdf79404cd8, Yosys 0.63+post, stock flow scripts
make -C /OpenROAD-flow-scripts/flow DESIGN_CONFIG=/design/flow/config.mk WORK_HOME=/design/flow/orfs finish
==> ./config.mk <==
export PLATFORM = sky130hd
export DESIGN_NAME = lab_5_b
export DESIGN_NICKNAME = lab_5_b
export VERILOG_FILES = /design/flow/design.v
export SDC_FILE = /design/flow/constraint.sdc
export NUM_CORES = 4
export LEC_CHECK = 1
export CORE_AREA = 10 10 70 70
export DIE_AREA = 0 0 80 80
==> ./constraint.sdc <==
current_design lab_5_b

set clk_period 2.3
set clk_io_pct 0.2

create_clock -name clk0 -period $clk_period

set non_clock_inputs [all_inputs -no_clocks]
set_input_delay [expr $clk_period * $clk_io_pct] -clock clk0 $non_clock_inputs
set_output_delay [expr $clk_period * $clk_io_pct] -clock clk0 [all_outputs]
==> deck_impl_summary.md <==
Synthesis and Place & Route Summary

Floorplan
  – Chip height: 80 µm
  – Rows: 21
  – Pre-Place Util: 9.93%
  – Chip area: ~6400 µm²
  – Die x size: 80 µm
  – IO Pins: 22
  – Core area: 3420 µm²

Placed design
  – GPL Wtd Cong: 0.805
  – Post-DP HPWL: 995 µm
  – Placed Instances: around 120
  – Port bufs: 22

Final layout
  – Fillers: 382
  – Finished Layout Cells: 122
  – Ratio of cells with drive above 1 in the final layout: 27.6%
  – Area growth from synthesis to layout: 108%
  – Flop count: 0
  – Comb area: 315 µm²
  – # clk buffers: 0
  – Sequential cell area: 0 µm²

Setup path
  – CP Max Fanout: 11
  – Worst path slowest cell: clkdlybuf4s50_1
  – CP Launch Type: primary input
  – Worst-path cell chain: clkdlybuf4s50_1, buf_6, nand2b_1, o22ai_1, clkdlybuf4s50_1
  – Crit path DRT: 1840 ps
  – Crit path DAT: 1780 ps
  – Critical Path Max Stage Delay: 490 ps
  – Crit path kind: primary input to primary output
  – Setup crit start: num[2]
  – Most Frequent Cell on Critical Path: clkdlybuf4s50_1
  – Worst setup path endpoint: seg_e
  – CP endpoint kind: primary output

GRT
  – Largest net degree at the start of global routing: 12
  – Grt met2 use: under 10%
  – GRT Overall Usage: 3.26%
  – First-pass GRT wire length: 1.81 mm
  – GRT met3 Usage: 1.14%
  – Gr busiest metal: met2
  – Vias in the first global route: just under 400
  – Global route total overflow: 0
  – Initial antenna violation count: 0
  – GRT met1 Usage: ~4.2%

Timing
  – Tmin final: 2240 ps
  – Final Max Tran Viols: 0
  – Final setup fails: 0
  – Fin Hold WS: 1400 ps
  – Final hold violations: 0
  – RSZ-0062 raised after global routing: no
  – Period utilisation layout: 97.3%
  – Worst relative slew slack: 83.3%
  – Measured slew at the worst slew-check pin: 250 ps
  – Peak Freq: 447 MHz

Logic synthesis
  – Syn Inst Count: 44
  – Simple Share, Synth: 26.9%
  – Distinct lib cells used: 19
  – Top cells by area: ha_1 26%, mux2i_1 15%, mux4_1 7.7%, nor2_1 7.7%, nand3_1 5.9%
  – Yosys aoi share: 14.4%
  – Yosys Chip Area: ~340 µm²
  – Synth Warn #: 1
  – Post-Syn Area: 339 µm²
  – Syn_area_per_cell: 7.71 µm²
  – Synth Seq Share: 0%
  – Dominant comb cell: simple AND/OR/NAND/NOR gates
  – Area leader, netlist: ha_1
  – Xor/xnor share: 0%
  – Fa+ha+maj area frac: 25.8%
  – Commonest cells post-synth: 7 x ha_1, 7 x nor2_1, 5 x inv_1, 5 x mux2i_1, 4 x nand3_1
  – Ys cells: around 44
  – Mux cell area share: 22.5%
  – Top area contributor share: roughly 26%

Pwr
  – Internal Pwr Total: 66.7 µW
  – Worst VDD drop: 0.0000262 V
  – Clock power share: 0%
  – Total power density per cell area: 149 nW/µm²
  – Sw frac: 36.7%
  – P_sw: just under 40 µW
  – Static Leak: 0.360 nW
  – Combinational share of power: 100.0%
  – Flop pwr share: 0%

Clock network
  – Hold buffers post-CTS: 0

Route
  – Vias post-DR: 414
  – TritonRoute pass-1 iters: 2
  – DRT iter0 DRCs: 4
  – Final antenna-violating net count: 0
  – Routed length per instance: between 9 and 10 µm
  – N_diodes: 0
  – Via density: 3.39
  – DRC Markers: 0
  – Final WL: 1.13 mm

Worst hold path
  – Worst hold path class: primary input to primary output
  – Hold Crit Start: num[1]

Status
  – Status: finished, final reports clean

Job
  – Max cap viols: 0
  – Tool warnings: 38
-- cells in the final DEF (no fill, tap or decap) --
cell type	Yosys	final
or3_1	2	2
a32o_1	1	1
nand2_1	1	1
o22ai_1	1	1
a21boi_0	1	1
buf_2	1	1
buf_6	1	2
nand2b_1	1	1
inv_1	5	3
ha_1	7	5
ha_2	0	1
clkdlybuf4s50_1	0	12
nor2b_4	1	1
o21ai_0	1	1
nor2_1	7	7
nand3_1	4	4
a22o_2	1	1
mux4_2	0	1
inv_2	0	2
buf_4	0	10
or3b_1	1	1
clkbuf_2	0	1
a21oi_1	2	2
ha_4	0	1
dlymetal6s2s_1	0	4
mux2i_1	5	5
dlygate4sd2_1	0	4
-- layout make-up --
class | instances | area share [%]
well taps | 46 | 8.17
repair buffers | 34 | 44.4
multi-input cells | 37 | 44.8
inverters | 5 | 2.66
-- worst max-delay path, delay by kind of cell --
kind | cells | cell delay (ps)
simple gates | 1 | 60
buf+inv | 3 | 1110
compound gates | 1 | 140
-- metrics by stage --
stage | total power, mW | worst slack (ps) | area [µm²] | TNS [ps] | util, %
finish | 0.105 | 62.5 | 704 | 0 | 20.6
global route | 0.118 | 5.91 | 704 | 0 | 20.6
CTS | 0.108 | 7.98 | 696 | 0 | 20.4
detailed placement | 0.109 | -479 | 683 | -2220 | 20.0
global placement | 0.109 | -469 | 683 | -2140 | 20.0
floorplan | 0.0375 | 594 | 339 | 0 | -
-- how the worst min path moves through the flow --
| stage | to | slack [ps] | cells past startpoint |
|---|---|---|---|
| global route | seg_b | 1450 | 4 |
| finish | seg_b | 1400 | 4 |
| CTS | seg_no_5 | 1680 | 3 |
-- power by group through the flow --
stage	Sequential [mW]	Combinational, mW	Clock, mW
CTS	0	0.108	0
global route	0	0.118	0
finish	0	0.105	0
-- what timing repair did --
action / CTS / global route
pin swaps: 1 / 1
endpoints found under the setup margin: 9 / 9
setup buffers: 1 / 0
gates resized: 15 / 8
hold endpoints to repair: 0 / 0
-- kinds of logic after synthesis --
family                     after synthesis
and+or+nand+nor                         17
AOI/OAI and AO/OA                        7
adders and majority gates                7
buffers and inverters                    7
muxes                                    6
-- per-layer routing --
metal	up-vias	share of wire (%)
met2	6	48
met4	0	0
met5	-	0
met3	0	8.7
met1	188	43
li1	220	-
No activity file was given, so power comes from the tool's default toggle rates.
