$ cat /design/flow/run.sh
#!/bin/bash
# OpenROAD 26Q1-2900-gdf79404cd8, Yosys 0.63+post, stock flow scripts
make -C /OpenROAD-flow-scripts/flow DESIGN_CONFIG=/design/flow/config.mk WORK_HOME=/design/flow/orfs finish
$ cat /design/flow/config.mk
export PLATFORM = sky130hd
export DESIGN_NAME = lab_5
export DESIGN_NICKNAME = lab_5
export VERILOG_FILES = /design/flow/design.v
export SDC_FILE = /design/flow/constraint.sdc
export NUM_CORES = 4
export LEC_CHECK = 1
export CORE_AREA = 10 10 70 70
export DIE_AREA = 0 0 80 80
$ cat /design/flow/constraint.sdc
current_design lab_5

set clk_period 1.3
set clk_io_pct 0.2

create_clock -name clk0 -period $clk_period

set non_clock_inputs [all_inputs -no_clocks]
set_input_delay [expr $clk_period * $clk_io_pct] -clock clk0 $non_clock_inputs
set_output_delay [expr $clk_period * $clk_io_pct] -clock clk0 [all_outputs]
$ cat /design/flow/design.v
module lab_5(
input logic [3:0]num,
  input logic [2:0]sel,
  output logic A, B, C, D, E, F, G, Dp, AN0, AN1, AN2, AN3, AN4, AN5, AN6, AN7
);
logic a,b,c,d, a1, b1, c1, x; 
 always_comb begin
  a = num [3];
  b = num [2];
  c = num[1]; 
  d = num[0];
  a1 = sel[2];
  b1 = sel[1];
  c1 = sel[0];
  x = (~a & ~c) & (b ^ d);
  A = (x | (a & d) &(b ^ c));
  B = ((((~a & b & ~c) | (a & c)) & d) | ((b & ~d) & (a | c))); 
  C = ((~a & ~b &c & ~d) | (a & b & (~d | c)));
  D = (x | ((b & d) | (a & ~b & ~d)) & c);
  E = ((~a & d) | (((~a & b) | (~b & d)) &~c));
  F = (((~a & ~b) & (d | c)) | ((~a & c) | ((a & b & ~c) & d)));
  G = ((~a & ~b & ~c) | (b & ((~a & c & d) | (a & ~c & ~d))));
  Dp = 0;
  AN0 = a1 | b1 | c1;
  AN1 = a1 | b1 | ~c1;
  AN2 = a1 | ~b1 | c1;
  AN3 = a1 | ~b1 | ~c1;
  AN4 = ~a1 | b1 | c1;
  AN5 = ~a1 | b1 |~ c1;
  AN6 = ~a1 | ~b1 | c1;
  AN7 = ~a1 | ~b1 | ~c1;
  end 
endmodule
==> results_slide.txt <==
Run Summary

Run status
  • Outcome: complete, but fails checks
  • Violated checks: setup timing

Pwr
  • VDD IR max: 0.0000417 V
  • Switch Pwr: 0.0744 mW
  • Total power: 0.181 mW
  • Pint: 0.107 mW
  • P_leak: 0.254 nW
  • Clock share of power: 0%
  • PwrDens: 284 nW/um2
  • Combinational share of power: 100.0%
  • Sw Share: 41.0%
  • Register share of total power: 0%

Job
  • Tool warning count: 34
  • Max-cap check violation count: 0

Timing
  • Max Fclk: 755 MHz
  • Setup TNS: -0.0240 ns
  • Hold Vio Cnt, Final: 0
  • Tcrit/Tclk final: 102%
  • Final WS setup: -0.0240 ns
  • Final worst path period need: 1.32 ns
  • Final Setup Violations: 1
  • Slew Limit Fails: 0
  • Unrepaired setup endpoints after global routing: true

Placement
  • Post-DP HPWL: 934 um
  • Placer Congestion: 0.756
  • Dpl ws: -0.837 ns
  • PortBufs: 22
  • Placed Area: 603 um2

Yosys
  • XOR/XNOR Area Share: 0%
  • MUX share of area: 0%
  • Aoi share: 30.2%
  • Syn Inst Count: 43
  • Mean Syn Cell Area: 6.55 um2
  • Yosys Instances: 43
  • Yosys simple share: 44.9%
  • Yosys stat area: 282 um2
  • Logic family by area: simple AND/OR/NAND/NOR gates
  • Unique cell types: 24
  • Sequential fraction of the synthesis area: 0%
  • Mapped Area: 282 um2
  • Adder share: 4.44%
  • Synthesis warning total: 1

Worst setup path
  • CP endpoint: A
  • Required time of the critical path: 1.04 ns
  • Crit path from: num[2]
  • Slowest CP cell: ha_4
  • Critical Path Start Type: primary input
  • Worst path top cell family by delay: buffers and inverters
  • Worst path depth: 7
  • CP cell instances: buf_6 > ha_4 > nor2_4 > buf_6 > a31oi_4 > o21ai_1 > buf_2
  • Cell mode on critical path: buf_6
  • CP bufs+invs: 3
  • Arrival @ worst endpoint: 1.06 ns
  • CP max FO: 3
  • CP Capture Type: primary output
  • Crit path largest cell delay: 0.26 ns
  • CP Class: primary input to primary output

Floorplan
  • Die height: 80 um
  • Initial Util: 8.24%
  • Core box area: 3420 um2
  • Chip width: 80 um
  • # rows: 21
  • Die Area: 6400 um2
  • Number of top-level pins: 23

Global routing
  • Gr usage total: 3.39%
  • GR Layer Usage met2: 6.50%
  • Total grt overflow: 0
  • GR peak layer: met2
  • Antenna violations before repair: 0
  • M3 GR Usage: 0.341%
  • Met1 Use GR: 4.15%
  • First-pass GRT wire length: 1880 um
  • Vias in the first global route: 378
  • Largest net degree at the start of global routing: 9

Final layout
  • Most numerous logic cell after layout: buf_2
  • Layout cell share with drive strength beyond 1: 50.7%
  • Most frequent cells in the layout: 10 x buf_2, 8 x buf_6, 8 x buf_4, 7 x dlygate4sd2_1, 5 x nand3_1
  • Register area: 0 um2
  • Final Instance Area: 638 um2
  • # clk buffers: 0
  • Syn-to-layout area delta: 127%
  • Final core occ: 18.7%
  • Seq cells: 0

Routing
  • DR DRC count: 0
  • Routed Antenna Nets: 0
  • First DRT Iteration DRCs: 11
  • Ant. Diodes: 0
  • Total number of vias: 423
  • Pre-antenna DRT Iters: 3
  • Mean number of vias per cell: 3.50
  • Post-DR wirelength/cell: 9.33 um
  • Routed wire length: 1130 um

Clocking
  • Hold buffer count at CTS: 0

Worst hold path
  • Hold_sp: sel[1]
  • Hold Crit Class: primary input to primary output
[metal layers]
| layer | wire (um) | vias up |
|---|---|---|
| met4 | 0 | 0 |
| met2 | 620 | 6 |
| met1 | 470 | 194 |
| met5 | 0 | - |
| met3 | 38 | 0 |
| li1 | - | 223 |
[layout make-up]
type | count | area, um2
fill | 387 | 2780
timing repair buffer | 37 | 302
multi-input combinational | 36 | 267
tap | 46 | 57.6
inverter | 2 | 12.5
[how the worst min path moves through the flow]
stage	end	slack, ns	cells past startpoint
after CTS	AN4	0.91	3
after global routing	AN4	0.92	3
final	AN4	0.91	3
[cells by family (layout without fill, tap and decap cells)]
kind of cell,after synthesis,in the layout
buf+inv,7,39
simple gates,20,20
other cells,1,1
fa+ha+maj,1,1
compound gates,14,14
[cells in the mapped netlist]
master    count  area (um2)
nand3_1       5        25.0
nor2_1        4        15.0
a21oi_1       3        15.0
buf_6         3        33.8
nand3b_1      3        22.5
o21ai_1       3        15.0
a31oi_1       2        12.5
nand2_1       2        7.51
o211ai_1      2        15.0
or3b_1        2        17.5
a21oi_2       1        8.76
and2b_4       1        10.0
buf_2         1        5.00
buf_4         1        7.51
conb_1        1        3.75
ha_1          1        12.5
inv_1         1        3.75
inv_2         1        3.75
nand3_2       1        10.0
nor3b_2       1        12.5
o21ai_0       1        5.00
o21bai_1      1        7.51
o22ai_1       1        6.26
or3_1         1        6.26
[stage by stage]
| stage | hold slack, ns | std cells |
|---|---|---|
| floorplan | 0.535 | 43 |
| detailed placement | 1.56 | 118 |
| global placement | 1.54 | 118 |
| global route | 0.924 | 121 |
| finish | 0.907 | 121 |
| CTS | 0.911 | 121 |
[power groups by stage]
stage | Combinational [mW] | Clock (mW) | Sequential, mW
CTS | 0.173 | 0 | 0
global route | 0.201 | 0 | 0
finish | 0.181 | 0 | 0
[repair_timing]
| action | CTS | global route |
|---|---|---|
| setup endpoints to repair | 15 | 5 |
| setup buffers | 3 | 0 |
| pin swaps | 9 | 7 |
| endpoints found under the hold margin | 0 | 0 |
| cloned | 1 | 0 |
| gates resized | 70 | 8 |
Power is estimated from default activity; no workload was simulated.
